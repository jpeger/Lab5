**design/flow/design.v**
```verilog
`timescale 1ns / 1ps
module bcd2ftsegdec(
	display,
	bcd
);
output [14:0]display;
input [3:0]bcd;
reg [14:0]display;
always@(*) begin
	case(bcd)
		4'd0: display = 15'b0000_0011_1111_111;
		4'd1: display = 15'b1111_1111_1011_011;
		4'd2: display = 15'b0010_0100_1111_111;
		4'd3: display = 15'b0000_1100_1111_111;
		4'd4: display = 15'b1001_1000_1111_111;
		4'd5: display = 15'b0100_1000_1111_111;
		4'd6: display = 15'b0100_0000_1111_111;
		4'd7: display = 15'b0001_1111_1111_111;
		4'd8: display = 15'b0000_0000_1111_111;
		4'd9: display = 15'b0000_1000_1111_111;
		4'd10: display =  15'b0110_0000_1111_111; 
		4'd11: display =  15'b1001_0000_1111_111; 
		4'd12: display =  15'b1001_0011_0111_101; 
		4'd13: display =  15'b0111_1111_1011_011; 
		4'd14: display =  15'b1000_0011_1111_111; 
		default :display = 15'b1111_1111_1111_111;
	endcase
end
endmodule
`timescale 1ns / 1ps
module control(
	state,
	clk,
	rst_n,
	mode,
	down_cnt_en,
	zero
);
localparam IDLE1=2'b00;
localparam IDLE2=2'b01;
localparam RUN = 2'b10;
localparam STOP =2'b11;
output [1:0]state;
input clk,rst_n;
input mode,down_cnt_en,zero;
reg [1:0]state,next_state;
reg reset_state,next_reset_state;
always@(posedge clk or negedge rst_n)
	if(~rst_n)
		state <= IDLE1;
	else
		state <= next_state;
always@(posedge clk or negedge rst_n)
	if(~rst_n)
		reset_state <= 1'b1;
	else
		reset_state <= next_reset_state;
always@(*)
	case(state)
		IDLE1: begin
			if(zero==1'b1) begin
				next_state = state;
				next_reset_state = 1'b1;
			end
			else begin
				if(mode==1'b1 && down_cnt_en==1'b0) begin
					next_state = IDLE2;
					next_reset_state = 1'b0;
				end
				else if(mode==1'b0 && down_cnt_en==1'b1) begin
					next_state = RUN;
					next_reset_state = reset_state;
				end
				else begin
					next_state = state;
					next_reset_state = reset_state;
				end
			end
		end
		IDLE2: begin
			if(zero==1'b1) begin
				next_state = state;
				next_reset_state = 1'b0;
			end
			else begin
				if(mode==1'b1 && down_cnt_en==1'b0) begin
					next_state = IDLE1;
					next_reset_state = 1'b1;
				end
				else if(mode==1'b0 && down_cnt_en==1'b1) begin
					next_state = RUN;
					next_reset_state = reset_state;
				end
				else begin
					next_state = state;
					next_reset_state = reset_state;
				end
			end
		end
		RUN : begin
			if(zero==1'b1) begin
				if(reset_state==1'b1) begin
					next_state = IDLE1;
					next_reset_state = 1'b1;
				end
				else begin
					next_state = IDLE2;
					next_reset_state = 1'b0;
				end
			end
			else begin
				if(mode==1'b0 && down_cnt_en==1'b1) begin
					next_state = STOP;
					next_reset_state = reset_state;
				end
				else begin
					next_state = state;
					next_reset_state = reset_state;
				end
			end
		end
		STOP : begin
			if(zero==1'b1) begin
				if(reset_state==1'b1) begin
					next_state = IDLE1;
					next_reset_state = 1'b1;
				end
				else begin
					next_state = IDLE2;
					next_reset_state = 1'b0;
				end
			end
			else begin
				if(mode==1'b1 && down_cnt_en==1'b0) begin
					next_state = IDLE1;
					next_reset_state = 1'b1;
				end
				else if(mode==1'b0 && down_cnt_en==1'b1) begin
					next_state = RUN;
					next_reset_state = reset_state;
				end
				else begin
					next_state = state;
					next_reset_state = reset_state;
				end
			end
		end
		default: begin
			next_state = state;
			next_reset_state = reset_state;
		end
	endcase	
endmodule
`timescale 1ns / 1ps
module down_cnt(
	sec0,
	sec1,
	min0,
	min1,
	clk,
	rst_n,
	state,
	zero
);
localparam IDLE1=2'b00;
localparam IDLE2=2'b01;
localparam RUN = 2'b10;
localparam STOP =2'b11;
output [3:0]sec0,sec1,min0,min1;
input clk,rst_n;
input [1:0]state;
input zero;
reg [3:0]sec0,sec1,min0,min1;
reg [3:0]next_sec0,next_sec1,next_min0,next_min1;
always@(posedge clk or negedge rst_n)
	if(~rst_n)begin
		sec0 <= 4'd0;
		sec1 <= 4'd0;
		min0 <= 4'd0;
		min1 <= 4'd0;
	end
	else begin
		sec0 <= next_sec0;
		sec1 <= next_sec1;
		min0 <= next_min0;
		min1 <= next_min1;
	end
always@(*)
	case(state)
		IDLE1: begin
			next_sec0 = 4'd0;
			next_sec1 = 4'd3;
			next_min0 = 4'd0;
			next_min1 = 4'd0;
		end
		IDLE2: begin
			next_sec0 = 4'd0;
			next_sec1 = 4'd0;
			next_min0 = 4'd1;
			next_min1 = 4'd0;
		end		
		RUN: begin
			if(sec0==4'd0 && sec1==4'd0 && min0==4'd0 && min1==4'd0) begin
				next_sec0 = sec0;
		        next_sec1 = sec1;
		        next_min0 = min0;
		        next_min1 = min1;
			end
			else if(sec0==4'd0 && sec1==4'd0 && min0==4'd0 && min1!=4'd0)begin
				next_sec0 = 4'd9;
			    next_sec1 = 4'd5;
			    next_min0 = 4'd9;
			    next_min1 = min1 - 4'd1;
			end
			else if(sec0==4'd0 && sec1==4'd0 && min0!=4'd0)begin
				next_sec0 = 4'd9;
			    next_sec1 = 4'd5;
			    next_min0 = min0 - 4'd1;
			    next_min1 = min1;
			end
			else if(sec0==4'd0 && sec1!=4'd0)begin
				next_sec0 = 4'd9;
			    next_sec1 = sec1 - 4'd1;
			    next_min0 = min0;
			    next_min1 = min1;
			end
			else begin
				next_sec0 = sec0 - 4'd1;
			    next_sec1 = sec1;
			    next_min0 = min0;
			    next_min1 = min1;
			end
		end
		STOP: begin
				next_sec0 = sec0;
				next_sec1 = sec1;
				next_min0 = min0;
				next_min1 = min1;
		end
		default: begin
				next_sec0 = sec0;
				next_sec1 = sec1;
				next_min0 = min0;
				next_min1 = min1;
		end
	endcase
endmodule
`timescale 1ns / 1ps
module freq_div(
	clk,
	rst_n,
	cnt
);
input clk,rst_n;
output [25:0]cnt;
reg [25:0]cnt,next_cnt;
always@(posedge clk or negedge rst_n)
	if(~rst_n)
		cnt <= 26'd0;
	else
		cnt <= next_cnt;
always@(*)
	if(cnt==26'b11_1111_1111_1111_1111_1111_1111)
		next_cnt = 26'd0;
	else
		next_cnt = cnt + 26'd1;
endmodule
`timescale 1ns / 1ps
module lab5(
	led,
	ftsd_ctl,
	ftseg,
	clk,
	rst_n,
	button0,
	button1	
);
output [15:0]led;
output [3:0]ftsd_ctl;
output [14:0]ftseg;
input clk,rst_n;
input button0,button1;
wire [25:0]cnt;
wire [3:0]bcd;
wire pulse0,pulse1;
wire [1:0]state;
wire zero;
wire [3:0]in0,in1,in2,in3;
assign led = |(in0 | in1 | in2 | in3) ? 16'd0 : 16'b1111_1111_1111_1111;
freq_div U0(
	.clk(clk),
	.rst_n(rst_n),
	.cnt(cnt)
);
push_button U1(
	.clk(cnt[18]),
	.button(button0),
	.pulse(pulse0),
	.long(zero)
);
push_button U2(
	.clk(cnt[18]),
	.button(button1),
	.pulse(pulse1),
	.long()
);
control U3(
	.state(state),
	.clk(cnt[18]),
	.rst_n(rst_n),
	.mode(pulse1),
	.down_cnt_en(pulse0),
	.zero(zero)
);
down_cnt U4(
	.sec0(in0),
	.sec1(in1),
	.min0(in2),
	.min1(in3),
	.clk(cnt[24]),
	.rst_n(rst_n),
	.state(state)
);
scan_ctl U5(
	.ftsd_ctl(ftsd_ctl),
	.ftsd_in(bcd),
	.in0(in0),
	.in1(in1),
	.in2(in2),
	.in3(in3),
	.ftsd_ctl_en(cnt[15:14])
);
bcd2ftsegdec U6(
	.display(ftseg),
	.bcd(bcd)
);
endmodule
`timescale 1ns / 1ps
module push_button(
	clk,
	button,
	pulse,
	long
);
input clk;
input button;
output pulse;
output long;
reg [127:0]tmp;
reg pulse;
reg delay;
assign long = (&tmp==1'b1) ? 1'b1 : 1'b0;
always@(posedge clk) 
	begin
		tmp <= {tmp[126:0],~button};
	end
always@(posedge clk)
	delay <= (&tmp[3:0]);
always@(posedge clk)
	pulse <= (&tmp[3:0]) & (~delay);
endmodule
`timescale 1ns / 1ps
module scan_ctl(
	ftsd_ctl,
	ftsd_in,
	in0,
	in1,
	in2,
	in3,
	ftsd_ctl_en
);
output [3:0]ftsd_ctl,ftsd_in;
input [3:0]in0,in1,in2,in3;
input [1:0]ftsd_ctl_en;
reg [3:0]ftsd_ctl,ftsd_in;
always@(ftsd_ctl_en)
	case(ftsd_ctl_en)
		2'b00: begin
			ftsd_ctl = 4'b1110;
			ftsd_in = in0;
		end
		2'b01: begin
			ftsd_ctl = 4'b1101;
			ftsd_in = in1;
		end
		2'b10: begin
			ftsd_ctl = 4'b1011;
			ftsd_in = in2;
		end
		2'b11: begin
			ftsd_ctl = 4'b0111;
			ftsd_in = in3;
		end
		default: begin
			ftsd_ctl = 4'b1111;
			ftsd_in = 4'b0000;
		end
	endcase
endmodule
```
**design/flow/run.sh**
```bash
#!/bin/bash
# OpenROAD 26Q1-2900-gdf79404cd8, Yosys 0.63+post, stock flow scripts
make -C /OpenROAD-flow-scripts/flow DESIGN_CONFIG=/design/flow/config.mk WORK_HOME=/design/flow/orfs finish
```
**design/flow/config.mk**
```make
export PLATFORM = sky130hd
export DESIGN_NAME = lab5
export DESIGN_NICKNAME = lab5
export VERILOG_FILES = /design/flow/design.v
export SDC_FILE = /design/flow/constraint.sdc
export NUM_CORES = 4
export LEC_CHECK = 1
export CORE_UTILIZATION = 50
```
**design/flow/constraint.sdc**
```tcl
current_design lab5

set clk_period 4.9
set clk_io_pct 0.2

create_clock -name clk0 -period $clk_period [get_ports {clk}]

set non_clock_inputs [all_inputs -no_clocks]
set_input_delay [expr $clk_period * $clk_io_pct] -clock clk0 $non_clock_inputs
set_output_delay [expr $clk_period * $clk_io_pct] -clock clk0 [all_outputs]
```
==> flow_metrics.env <==
# source this file to load flow results
export IMPL_hold_class="flop to flop"
export IMPL_critPathRequiredTime_ns=3.92
export IMPL_ys_warn_count=6
export IMPL_ys_sh_aoi_pct=5.61
export IMPL_drv_cap=0
export IMPL_fin_total_pwr_uw=457
export IMPL_htree_num_levels=1
export IMPL_grt_pass1_wl_um=15600
export IMPL_drc=0
export IMPL_place_inst=656
export IMPL_ys_area_um2=6090
export IMPL_p_leak_uw=0.00265
export IMPL_fp_dieW_um=112
export IMPL_p_sw_share_pct=17.1
export IMPL_rrSetupSlack_ns=2.87
export IMPL_crit_slowest_cell="mux4_2"
export IMPL_grt_pass1_vias=3294
export IMPL_grt_max_degree=104
export IMPL_cts_resized_gates=0
export IMPL_status="finished clean"
export IMPL_gr_total_overflow=0
export IMPL_switching_power_uw=78.2
export IMPL_rsz0062_at_grt="false"
export IMPL_path_class="flop to primary output"
export IMPL_vias_per_cell=5.16
export IMPL_synthXorXnorAreaFrac_pct=4.17
export IMPL_placed_area_um2=6410
export IMPL_chip_area_um2=12600
export IMPL_timing_hold_ws_ns=0.465
export IMPL_critPathMaxFanout=9
export IMPL_top_area_cell="dfxtp_1"
export IMPL_postCtsSetupRepairBufs=0
export IMPL_unclocked_regs=157
export IMPL_slew_headroom_pct=49.3
export IMPL_edf_count=0
export IMPL_hp_start="U0.cnt[20]"
export IMPL_max_freq_mhz=273
export IMPL_synth_cells=507
export IMPL_stdcell_count=660
export IMPL_setup_viol=0
export IMPL_rr_endpoint="U0.cnt[5]"
export IMPL_power_frac_seq_pct=46.9
export IMPL_synth_adder_area_share_pct=2.67
export IMPL_synth_distinct_cells=61
export IMPL_antenna_found_initial=0
export IMPL_drv_slew=0
export IMPL_num_antenna_cells=0
export IMPL_insertion_delay_ns=0.25
export IMPL_drt_iter0_drc=159
export IMPL_ir_worst_vdd_v=0.0000916
export IMPL_fin_crit_sh_pct=74.7
export IMPL_yosys_stat_cells=507
export IMPL_ant_nets=0
export IMPL_drtPass1Iterations=17
export IMPL_ys_seq_share_pct=64.1
export IMPL_routed_wl_um=8520
export IMPL_lay_top_cells="dfxtp_1 (136), dfrtp_1 (44), nand4_1 (38)"
export IMPL_post_cts_hold_buffer_count=0
export IMPL_fillCellCount=951
export IMPL_synth_area_per_cell_um2=12.0
export IMPL_slowest_delay_ns=0.64
export IMPL_p_per_area_nw_per_um2=70.2
export IMPL_globalplace_congestion=0.815
export IMPL_io_pins=39
export IMPL_globalRouteTotalUtil_pct=15.4
export IMPL_critPathTopFamily="multiplexers"
export IMPL_period_needed_ns=3.66
export IMPL_intPower_uw=379
export IMPL_fin_skew_ns=0.00124
export IMPL_async_flop_share_pct=25.7
export IMPL_simple_gate_share_pct=15.9
export IMPL_logic_family="simple AND/OR/NAND/NOR gates"
export IMPL_synth_area_um2=6090
export IMPL_logic_area_um2=1890
export IMPL_via_count=3406
export IMPL_cp_depth=6
export IMPL_combPwrFrac_pct=2.2
export IMPL_rows=39
export IMPL_fin_area_um2=6520
export IMPL_cts_root_buf="clkbuf_16"
export IMPL_r2r_start="U0.cnt[0]"
export IMPL_top_cell_area_share_pct=44.7
export IMPL_untimed_endpoints=173
export IMPL_top_cells_by_area="dfxtp_1 (45%), dfrtp_1 (18%), nand4_1 (3.9%)"
export IMPL_syn2layout_area_growth_pct=7.09
export IMPL_tool_warnings=34
export IMPL_post_drt_wl_per_cell_um=12.9
export IMPL_ff_type="dfxtp_1"
export IMPL_synthMuxAreaShare_pct=2.55
export IMPL_cts_path_max_buffers=2
export IMPL_hold_viol=0
export IMPL_ys_flops=183
export IMPL_critPathArrivalTime_ns=2.68
export IMPL_crit_buf_inv=3
export IMPL_lay_top_count="dfxtp_1"
export IMPL_cp_end_kind="primary output"
export IMPL_hold_path_end="U0.cnt[20]"
export IMPL_clk_pin_slew_ns=0.06
export IMPL_layout_drive_gt1_share_pct=6.00
export IMPL_p_clk_share_pct=50.9
export IMPL_die_h_um=112
export IMPL_setup_tns_ns=0
export IMPL_r2r_cells=7
export IMPL_port_buffers=35
export IMPL_core_area_um2=11700
export IMPL_cts_buffers=3
export IMPL_dp_hpwl_um=6320
export IMPL_min_path_cells=1
export IMPL_regArea_um2=3910
export IMPL_cts_tree="built"
export IMPL_fp_util_pct=52.2
export IMPL_worstPathCellList="mux4_2 -> inv_1 -> ha_1 -> inv_1 -> mux4_2 -> clkdlybuf4s50_1"
export IMPL_worst_pin_slew_ns=0.760
export IMPL_cp_start_kind="flop"
through the flow:
| step | worst slack, ns | utilization (%) |
|---|---|---|
| after floorplan | 1.67 | - |
| after global placement | 1.53 | 55.0 |
| after detailed placement | 1.50 | 55.0 |
| after CTS | 1.21 | 55.9 |
| after global routing | 1.07 | 55.9 |
| final | 1.24 | 55.9 |
worst max-delay path by stage:
stage               from   endpoint  slack, ns
CTS           U0.cnt[15]  ftseg[14]       1.21
global route  U0.cnt[15]  ftseg[11]       1.07
finish        U0.cnt[15]  ftseg[14]       1.24
worst reg2reg max path, stage by stage (launching register included):
cell     delay [ns]
dfrtp_1        0.39
ha_1           0.22
and4_4         0.25
nand3_2        0.09
nor2_4         0.18
and4_1         0.37
and3_4         0.34
nor2_1         0.08
Yosys cell counts (2+ instances only):
cell type / count
nand3b_1: 2
nor2_1: 28
mux4_2: 5
dfxtp_1: 136
xor2_1: 16
mux2_2: 2
buf_4: 23
o31a_1: 2
nor3_1: 3
dfrtp_1: 45
nor3b_1: 2
inv_1: 20
and2_1: 3
dfstp_2: 2
o21ai_0: 16
buf_2: 5
nand3_1: 13
nor2b_1: 7
a21oi_1: 13
ha_1: 13
clkbuf_1: 3
nand2b_1: 7
mux2i_1: 2
a31oi_1: 3
xnor2_1: 13
or3b_1: 2
and3_1: 5
nand4_1: 38
o221ai_1: 2
nor4_1: 9
and4_1: 4
nor2_2: 2
a211oi_1: 2
a21oi_2: 2
nand2_1: 31
metal layers:
metal / part of all wire [%] / up-vias / global-route usage, %
met5: 0 / - / 0
met4: 0.094 / 0 / 0.356
met3: 2.4 / 2 / 0.440
met2: 44 / 47 / 23.1
met1: 54 / 1606 / 28.3
li1: - / 1751 / -
power by group through the flow:
| stage | Sequential [uW] | Clock, uW | Combinational (uW) |
|---|---|---|---|
| 4_1_cts | 215 | 238 | 10.9 |
| 5_1_grt | 214 | 246 | 12.3 |
| 6_report | 215 | 233 | 9.97 |
flip-flops by register name, indices dropped and copies added, names as in the netlist:
signal,flops
U1.tmp,128
U0.cnt,26
U2.tmp,4
U3.state,4
U4.min0,4
U4.min1,4
U4.sec0,4
U4.sec1,4
U1.delay,1
U1.pulse,1
U2.delay,1
U2.pulse,1
U3.reset_state,1
final cells by class:
cell class / instances / share of cell area, %
Clock buffer: 3 / 1.15
Timing Repair Buffer: 37 / 5.53
Multi-Input combinational cell: 273 / 29.1
Inverter: 20 / 1.15
Clock inverter: 1 / 0.461
Tap cell: 143 / 2.74
Sequential cell: 183 / 59.9
kinds of logic after synthesis:
family,after synthesis
buffers and inverters,53
AOI/OAI and AO/OA,50
DFF,183
other,1
adders and majority gates,13
muxes,9
xor gates and xnor gates,29
and+or+nand+nor,169
No activity file was given, so power comes from the tool's default toggle rates.
